--- design/flow/run.sh ---
#!/bin/bash
# OpenROAD 26Q1-2900-gdf79404cd8, Yosys 0.63+post, stock flow scripts
make -C /OpenROAD-flow-scripts/flow DESIGN_CONFIG=/design/flow/config.mk WORK_HOME=/design/flow/orfs finish
--- design/flow/config.mk ---
export PLATFORM = sky130hd
export DESIGN_NAME = bcd_module
export DESIGN_NICKNAME = bcd_module
export VERILOG_FILES = /design/flow/design.v
export SDC_FILE = /design/flow/constraint.sdc
export NUM_CORES = 4
export LEC_CHECK = 1
export CORE_UTILIZATION = 30
--- design/flow/constraint.sdc ---
current_design bcd_module

set clk_period 35.5
set clk_io_pct 0.2

create_clock -name clk0 -period $clk_period

set non_clock_inputs [all_inputs -no_clocks]
set_input_delay [expr $clk_period * $clk_io_pct] -clock clk0 $non_clock_inputs
set_output_delay [expr $clk_period * $clk_io_pct] -clock clk0 [all_outputs]
--- design/flow/design.v ---
`timescale 1ns / 1ps
module bcd_module(
    input       clk,
    input       reset,
    input [19:0] score,
    input [7:0] speed,
    output reg [3:0] speed_hunds,
    output reg [3:0] speed_tens,
    output reg [3:0] speed_ones,
    output reg [3:0] score_ones,
    output reg [3:0] score_tens,
    output reg [3:0] score_hunds,
    output reg [3:0] score_thous,
    output reg [3:0] score_tenthous,
    output reg [3:0] score_hundthous
    );
    reg [7:0]   speed_temp;
    reg [19:0]  score_temp;
always @(*) begin
    speed_temp = speed;
    speed_ones = speed_temp % 8'd10;
    speed_temp = speed_temp / 8'd10;
    speed_tens = speed_temp % 8'd10;
    speed_temp = speed_temp / 8'd10;
    speed_hunds = speed_temp;
end
always @(*) begin
    score_temp = score;
    score_ones = score_temp % 20'd10;
    score_temp = score_temp / 20'd10;
    score_tens = score_temp % 20'd10;
    score_temp = score_temp / 20'd10;
    score_hunds = score_temp % 20'd10;
    score_temp = score_temp / 20'd10;
    score_thous = score_temp % 20'd10;
    score_temp = score_temp / 20'd10;
    score_tenthous = score_temp % 20'd10;
    score_temp = score_temp / 20'd10;
    score_hundthous = score_temp % 20'd10;
end
endmodule
==> flow_summary.rst <==
Synthesis and place-and-route
=============================

.. list-table::
   :header-rows: 1

   * - Metric
     - Value
   * - Run status
     - finished clean
   * - Aggregate global routing overflow
     - 0
   * - Die Outline Area
     - 27000 sq um
   * - Core area
     - 26000 sq um
   * - Aggregate negative setup slack
     - 0 ns
   * - Via-to-Cell Ratio
     - 6.07
   * - Per-instance average area after synthesis
     - 6.35 sq um
   * - Final HPWL DP
     - 16.1 mm
   * - Number of endpoints failing setup at the final stage
     - 0
   * - Transition time at the pin with the least slew margin
     - 0.881 ns
   * - Number of max-cap violations
     - 0
   * - RSZ-0062 raised after global routing
     - no
   * - I/O pin total
     - 66
   * - Number of global-route vias before repair
     - 8022
   * - Cell mode on critical path
     - sky130_fd_sc_hd__nor2_1
   * - Flop count
     - 0
   * - Hold Path Class
     - primary input to primary output
   * - Std-Cell Rows
     - 59
   * - Yosys warns
     - 1
   * - Worst Setup Slack, final
     - 8.35 ns
   * - Cts hold-fix bufs
     - 0
   * - Simple-gate share of the synthesized area
     - 30.7%
   * - Element type at the critical path start
     - primary input
   * - Slew margin rel.
     - 41.2%
   * - Antenna-violating nets left
     - 0
   * - Layout area overhead
     - 9.17%
   * - Cell at the slowest stage of the critical path
     - sky130_fd_sc_hd__a221oi_2
   * - Logic cell area
     - 7270 sq um
   * - Count of tool warnings
     - 39
   * - Synthesized-area fraction occupied by ao, oa, aoi and oai cells
     - 47.5%
   * - Count of final max-slew check failures
     - 0
   * - Sequential fraction of the synthesis area
     - 0%
   * - Wire length of the first global-routing pass
     - 37.7 mm
   * - Average wire per cell in the routed design
     - 14.1 microns
   * - Combined global-route utilization of all metal layers
     - 16.0%
   * - Synth Area in XOR/XNOR
     - 4.97%
   * - Synthesized netlist cell count
     - 1244
   * - Post-route minimum period
     - 27.15 ns
   * - Cell types occupying the most area after synthesis
     - sky130_fd_sc_hd__a21oi_1 6.0%, sky130_fd_sc_hd__nor2_1 5.6%, sky130_fd_sc_hd__nand2_1 5.5%
   * - Layout cells sized above 1
     - 7.82%
   * - Fill cell total of the finished layout
     - 2802
   * - CP peak stage delay
     - 0.74 ns
   * - Required time reported for the critical path endpoint
     - 28.40 ns
   * - Area leader, netlist
     - sky130_fd_sc_hd__a21oi_1
   * - Critical Setup Path Class
     - primary input to primary output
   * - Data arrival time of the critical path
     - 20.05 ns
   * - Gp weighted congestion
     - 0.918
   * - Number of detailed-route iterations in the first pass
     - 6
   * - Number of DRC markers in iteration 0
     - 811
   * - Antenna Cells
     - 0
   * - Post CTS Setup Buffer Count
     - 0
   * - Cell Type Count
     - 114
   * - Mux share
     - 4.91%
   * - Endpoint class of the critical path
     - primary output
   * - Fin. Hold Viols
     - 0
   * - Wire length reported by the detailed router
     - 22.0 mm
   * - Synthesis area per yosys
     - 7900 sq um
   * - Netlist area before placement
     - 7900 sq um
   * - Total number of vias
     - 9485
   * - Count of clock-net buffers in the final layout
     - 0
   * - Top fanout value on the critical path
     - 32
   * - Fp_density
     - 30.4%
   * - Biggest combinational cell group after synthesis
     - AND-OR/OR-AND gates
   * - Part of the cycle the worst path needs
     - 76.5%
   * - Peak clock frequency supported by timing
     - 0.0368 GHz
   * - Count of input and output buffers
     - 58
   * - Number of remaining DRC errors
     - 0
   * - Antenna violations before repair
     - 0
   * - Largest net degree at the start of global routing
     - 33
   * - Flop area
     - 0 sq um
   * - Die Y-Extent
     - 164 microns
   * - Adder Share, Synth
     - 3.86%
   * - Die Span X
     - 164 microns
   * - Dominant cell area share
     - 6.02%
   * - Placement-stage worst setup slack
     - 8.48 ns
   * - Yosys stat cell total
     - 1244
   * - Count of cells resized by post-cts repair
     - 0
   * - Post-route core utilization
     - 33.2%
Yosys cell counts (all sizes together) (12+ instances only):
| library cell | number |
|---|---|
| a211oi | 41 |
| o221ai | 19 |
| or2 | 12 |
| nand4 | 13 |
| nand2b | 15 |
| mux2i | 26 |
| nor2 | 119 |
| o31ai | 21 |
| o211ai | 25 |
| buf | 41 |
| o22ai | 18 |
| or3 | 14 |
| and2 | 23 |
| a21oi | 98 |
| xnor2 | 38 |
| a31oi | 29 |
| nor4 | 13 |
| nand3 | 55 |
| o21ai | 97 |
| nand2 | 116 |
| inv | 42 |
| ha | 18 |
| nor3 | 51 |
| clkbuf | 58 |
| a211o | 14 |
critical path, delay by kind of cell:
kind            cells  cell delay (ns)
compound gates     20             6.75
buf+inv             4             1.35
simple gates        9             3.18
mux                 2             0.68
fa+ha+maj           2             0.54
xor+xnor            2             0.43
cell type report:
| type | instances | share of cell area, % |
|---|---|---|
| inverters | 46 | 2.06 |
| repair buffers | 82 | 8.82 |
| multi-input cells | 1100 | 84.3 |
| well taps | 335 | 4.86 |
cell families (layout without fill, tap and decap cells):
kind of cell | count (synthesis) | count (layout)
other | 1 | 2
adder cells (fa/ha/maj) | 26 | 26
AND/OR/NAND/NOR | 482 | 482
AND-OR/OR-AND | 510 | 510
multiplexers | 36 | 36
buffers and inverters | 145 | 128
XOR/XNOR | 44 | 44
cells in the final DEF (no fill, tap or decap), types with 9 or more instances in the layout:
master / synthesis / final
sky130_fd_sc_hd__nand3_1: 55 / 55
sky130_fd_sc_hd__clkdlybuf4s50_1: 0 / 58
sky130_fd_sc_hd__nor2_1: 117 / 117
sky130_fd_sc_hd__nor3_1: 49 / 49
sky130_fd_sc_hd__o221ai_1: 16 / 16
sky130_fd_sc_hd__o22ai_1: 18 / 18
sky130_fd_sc_hd__nor4_1: 11 / 11
sky130_fd_sc_hd__o31ai_1: 20 / 20
sky130_fd_sc_hd__a211oi_1: 33 / 33
sky130_fd_sc_hd__a21oi_1: 95 / 95
sky130_fd_sc_hd__o21a_1: 10 / 10
sky130_fd_sc_hd__o21ai_0: 81 / 81
sky130_fd_sc_hd__mux2i_1: 25 / 25
sky130_fd_sc_hd__or2_2: 11 / 11
sky130_fd_sc_hd__nand3b_1: 9 / 9
sky130_fd_sc_hd__a211o_1: 13 / 13
sky130_fd_sc_hd__nand4_1: 13 / 13
sky130_fd_sc_hd__nand2b_1: 15 / 15
sky130_fd_sc_hd__and3_1: 10 / 10
sky130_fd_sc_hd__ha_1: 18 / 18
sky130_fd_sc_hd__or3_1: 14 / 14
sky130_fd_sc_hd__o211ai_1: 25 / 25
sky130_fd_sc_hd__inv_1: 41 / 41
sky130_fd_sc_hd__o31a_1: 9 / 9
sky130_fd_sc_hd__xnor2_1: 37 / 37
sky130_fd_sc_hd__nand2_1: 116 / 116
sky130_fd_sc_hd__o21ai_1: 15 / 15
sky130_fd_sc_hd__a31oi_1: 29 / 29
sky130_fd_sc_hd__buf_4: 15 / 24
sky130_fd_sc_hd__and2_1: 21 / 21
sky130_fd_sc_hd__o32ai_1: 9 / 9
routing by layer:
layer  up-vias  track usage [%]  part of all wire, %
li1       4825                -                    -
met1      4412             24.3                   50
met2       226             26.0                   46
met3        22            0.412                  3.8
met4         0             1.60                 0.57
met5         -                0                    0
stage by stage:
| stage | hold WS, ns | cells | area (sq um) |
|---|---|---|---|
| finish | 14.20 | 1563 | 8630 |
| global route | 14.20 | 1563 | 8630 |
| CTS | 14.20 | 1563 | 8630 |
| detailed placement | 14.20 | 1563 | 8630 |
| global placement | 14.20 | 1563 | 8630 |
| floorplan | 14.23 | 1245 | 7910 |
worst paths after layout:
check | start | endpoint | slack, ns | cells past startpoint
worst min-delay path | score[0] | score_ones[0] | 14.20 | 0
worst max-delay path | score[19] | score_hundthous[2] | 8.35 | 39
